<file path="design.v">
module fetch (
    input  logic        clk,                      
    input  logic        rst,                      
    input  logic        Stall_F,                  
    input  logic [63:0] PCTarget_E,               
    input  logic        PCSrc_E,                  
    output logic [63:0] PC_F,                    
    output logic [31:0] Instr_F                  
);
    logic [63:0] pc_next;                        
    logic [63:0] PCPlus4_F;                      
    assign PCPlus4_F = PC_F + 64'd4;
    assign pc_next   = (PCSrc_E) ? PCTarget_E : PCPlus4_F;
    pc pcreg (
        .clk(clk),                               
        .rst(rst),                               
        .en(!Stall_F),                           
        .PCNext(pc_next),                        
        .PC(PC_F)                                
    );
    instruction imem (
        .A(PC_F),                                
        .RD(Instr_F)                             
    );
endmodule
module pc (
    input  logic        clk,                      
    input  logic        rst,                      
    input  logic        en,                       
    input  logic [63:0] PCNext,                  
    output logic [63:0] PC                       
);
    always_ff @(posedge clk or posedge rst) begin
        if (rst) begin
            PC <= 64'b0;                         
        end else if (en) begin
            PC <= PCNext;                        
        end
    end
endmodule
module instruction (
    input  logic [63:0] A,                       
    output logic [31:0] RD                       
);
    logic [31:0] rom [0:1023];
    initial begin
        rom[0] = 32'h00a00093;                   
        rom[1] = 32'h00500013;                   
        rom[2] = 32'h2020a1b3;                   
        rom[3] = 32'h00000063;                   
    end
    assign RD = rom[A[11:2]];                    
endmodule
</file>
<file path="run.sh">
#!/bin/bash
# OpenROAD 26Q1-2900-gdf79404cd8, Yosys 0.63+post, stock flow scripts
make -C /OpenROAD-flow-scripts/flow DESIGN_CONFIG=/design/flow/config.mk WORK_HOME=/design/flow/orfs finish
</file>
<file path="config.mk">
export PLATFORM = sky130hd
export DESIGN_NAME = fetch
export DESIGN_NICKNAME = fetch
export VERILOG_FILES = /design/flow/design.v
export SDC_FILE = /design/flow/constraint.sdc
export NUM_CORES = 4
export LEC_CHECK = 1
export CORE_UTILIZATION = 30
export SYNTH_MEMORY_MAX_BITS = 65536
</file>
<file path="constraint.sdc">
current_design fetch

set clk_period 7.6
set clk_io_pct 0.2

create_clock -name clk0 -period $clk_period [get_ports {clk}]

set non_clock_inputs [all_inputs -no_clocks]
set_input_delay [expr $clk_period * $clk_io_pct] -clock clk0 $non_clock_inputs
set_output_delay [expr $clk_period * $clk_io_pct] -clock clk0 [all_outputs]
</file>
==> results.py <==
# Flow results
metrics = {
    "run_status": {
        "status": "completed",
    },
    "placed_design": {
        "hpwl_mm": 10.3,
        "globalplace.congestion": 0.958,
        "portBuffers": 143,
        "postPlaceCellArea_mm2": 0.00583,
    },
    "final_layout": {
        "reg.largest.list": "pcreg.PC (64)",
        "finish.instance_area_mm2": 0.00615,
        "top_register": "pcreg.PC",
        "largest_register_ffs": 64,
        "area_growth_syn_to_layout_pct": 39.3,
        "fillers": 1322,
        "drive_gt1_frac": 0.0447,
    },
    "min_path": {
        "min_to": "pcreg.PC[0]",
        "hp-start": "pcreg.PC[0]",
        "min_path_type": "register to register",
        "hold_depth": 2,
    },
    "cts": {
        "cts_tree": "yes",
        "clk-insertion-delay-late_ns": 0.33,
        "clk_path_buf_depth": 2,
        "ctsHoldBuffers": 0,
        "cts_root_buf": "clkbuf_16",
        "ctsResizeCount": 0,
        "cts.sinks": 64,
        "htreeDepth": 3,
        "numCtsBuffers": 9,
        "postCtsSetupBuffers": 0,
        "clk_pin_slew_ns": 0.05,
    },
    "timing": {
        "relSlewSlack": 0.433,
        "rsz0062_at_grt": "no",
        "hold_viol": 0,
        "timing.fmax_mhz": 296,
        "clock_skew_ns": 0.00777,
        "setup_viol": 0,
        "fin_crit_ns": 3.38,
        "slew_violations": 0,
        "setup_tns_ns": 0,
        "tightest_slew_ns": 0.850,
        "period_used_share": 0.444,
    },
    "power_and_ir_drop": {
        "leakage_nw": 2.40,
        "ir_drop_uv": 103,
        "pwr_density_cell_mw_per_mm2": 194,
        "report.power.total_mw": 1.20,
    },
    "setup_path": {
        "crit_type": "input port to register",
        "reg2reg_from": "pcreg.PC[3]",
        "crit_slowest_cell": "or4_1",
        "startpoint_type": "input port",
        "r2r_end": "pcreg.PC[45]",
        "critPathArrivalTime_ns": 3.63,
        "cp.required_ns": 7.85,
        "cp_slowest_stage_delay_ns": 0.61,
        "crit_path_start": "Stall_F",
        "cp-end-kind": "register",
        "worstRegToRegCells": 6,
        "ff2ff_setup_slack_ns": 4.78,
        "cp_max_fo": 35,
        "worstPathCellList": "buf_2 > inv_1 > nand2_1 > or4_1 > nand3_1",
    },
    "synthesis": {
        "yosys.area.top_type": "dfrtp_1",
        "flop_cell": "dfrtp_1",
        "synth-warning-count": 2,
        "yosys_cells": 552,
        "netlist_area_mm2": 0.00442,
        "edf_count": 0,
        "synthCells": 552,
        "yosysUniqueCellTypes": 49,
        "synth.area.top_cells": "dfrtp_1 (36%), nor2_1 (4.9%), o21ai_0 (4.9%)",
        "ys_seq_elements": 64,
        "async_reset_ff_frac": 1.00,
        "ys_seq_frac": 0.363,
        "synth_top_area_share": 0.363,
        "ys_area_mm2": 0.00442,
        "avgSynthCellArea_um2": 8.00,
    },
    "job": {
        "warnings": 29,
        "maxCapViolCount": 0,
    },
    "global_route": {
        "top_usage_layer": "met2",
        "use_met3": 0.0386,
        "grt_usage": 0.196,
        "grt_pass1_vias": 4286,
        "grt_max_degree": 85,
        "met2_usage": 0.305,
        "grt_first_pass_wirelength_mm": 22.9,
        "met1_usage": 0.292,
        "grt_antenna_before_repair": 0,
        "grt.overflow.total": 0,
    },
    "routing": {
        "drt-initial-drc-count": 425,
        "ant_nets": 0,
        "drc": 0,
        "vias": 4674,
        "antenna_cells": 0,
        "wl_per_cell_um": 17.0,
        "firstDrtPassIters": 6,
        "viasPerCell": 5.49,
        "routed_wl_mm": 14.5,
    },
    "floorplanning": {
        "core_mm2": 0.0141,
        "initial_core_util": 0.313,
        "die_x_um": 123,
        "die_height_um": 123,
        "rows": 43,
        "io_pins": 164,
        "die_area_mm2": 0.0152,
    },
}
per-stage QoR:
stage | instances | hold WS, ns | setup slack [ns] | util
6_report | 851 | 0.480 | 4.22 | 0.437
5_1_grt | 851 | 0.501 | 4.07 | 0.437
4_1_cts | 851 | 0.482 | 4.24 | 0.437
3_5_place_dp | 836 | 0.471 | 3.93 | 0.414
3_3_place_gp | 836 | 0.460 | 3.98 | 0.414
2_1_floorplan | 570 | 0.421 | 4.48 | -
kinds of logic after synthesis:
family,after synthesis,synth area share
compound gates,156,0.231
fa+ha+maj,5,0.0142
buf+inv,79,0.0906
flops,64,0.363
mux,4,0.00906
other cells,2,0.00170
simple gates,242,0.291
cells in the final DEF (no fill, tap or decap), types with 4 or more instances in the layout:
| master | instances |
|---|---|
| nor2_1 | 58 |
| clkdlybuf4s50_1 | 141 |
| o21ai_0 | 43 |
| a211oi_1 | 6 |
| nor4_1 | 9 |
| inv_1 | 16 |
| buf_4 | 5 |
| ha_1 | 5 |
| o211ai_1 | 4 |
| a21oi_1 | 35 |
| nor3_1 | 18 |
| nand3_1 | 40 |
| or4_1 | 7 |
| nand2_1 | 44 |
| a32oi_1 | 7 |
| clkbuf_16 | 9 |
| mux2i_1 | 4 |
| a31oi_1 | 4 |
| nor2b_1 | 4 |
| and4_1 | 7 |
| o22a_1 | 11 |
| nand4_1 | 21 |
| a22oi_1 | 22 |
| conb_1 | 20 |
| o311ai_0 | 4 |
| and3_1 | 15 |
| or3_1 | 4 |
| dfrtp_1 | 64 |
worst max-delay path: cells and delay by family:
family	cells	cell delay, ns
buffers and inverters	2	0.91
AND/OR/NAND/NOR	3	1.19
cell usage after synthesis, drive strengths merged (15+ instances only):
cell / number
dfrtp: 64
and3: 15
a21oi: 35
nand4: 24
nor2: 58
nand2: 44
inv: 17
clkbuf: 29
nand3: 40
o21ai: 43
a22oi: 22
nor3: 18
buf: 33
final cells by class:
type                            instances  area (µm²)  share of cell area
Clock buffer                           12         256              0.0417
Clock inverter                          3        65.1              0.0106
Inverter                               17        63.8              0.0104
Multi-Input combinational cell        427        2480               0.404
Sequential cell                        64        1600               0.260
Tap cell                              180         225              0.0366
Timing Repair Buffer                  148        1460               0.237
metal layers:
metal,up-vias,wire [µm]
met5,-,0
met4,0,233
met3,19,1070
met2,206,6800
met1,2195,6400
li1,2254,-
report_power, final:
part	internal [mW]	switching, mW
registers	0.388	0.0797
logic	0.177	0.100
clock network	0.303	0.149
worst max-delay path by stage:
stage / endpoint / slack [ns] / cells past startpoint
6_report: pcreg.PC[56] / 4.22 / 5
5_1_grt: pcreg.PC[56] / 4.07 / 5
4_1_cts: pcreg.PC[56] / 4.24 / 5
