==> design/flow/design.v <==
module register (
    input  logic        clk,                      
    input  logic        rst,                      
    input  logic [4:0]  A1,                       
    input  logic [4:0]  A2,                       
    input  logic [4:0]  A3,                       
    input  logic [63:0] WD3,                      
    input  logic        WE3,                      
    output logic [63:0] RD1,                      
    output logic [63:0] RD2                       
);
    logic [63:0] rf [0:31];
    always_ff @(negedge clk) begin
        if (rst) begin
            for (int i = 1; i < 32; i++) begin
                rf[i] <= 64'b0;                  
            end
        end else if (WE3 && (A3 != 5'b0)) begin
            rf[A3] <= WD3;
        end
    end
    assign RD1 = (A1 == 5'b0) ? 64'b0 : rf[A1];  
    assign RD2 = (A2 == 5'b0) ? 64'b0 : rf[A2];  
    task dump_regs;
        begin
            $display("\n======================= FINAL REGISTER FILE STATE =======================");
            $display(" Name     | Reg | Value (Hex)");
            $display("-------------------------------------------------------------------------");
            $display(" ZERO     | x00 | 0000000000000000 (Hardwired)");
            $display(" RA       | x01 | %h", rf[1]);
            $display(" SP       | x02 | %h", rf[2]);
            $display(" GP       | x03 | %h", rf[3]);
            $display(" TP       | x04 | %h", rf[4]);
            $display(" T0       | x05 | %h", rf[5]);
            $display(" T1       | x06 | %h", rf[6]);
            $display(" T2       | x07 | %h", rf[7]);
            $display(" S0/Fp    | x08 | %h", rf[8]);
            $display(" S1       | x09 | %h", rf[9]);
            $display(" A0       | x10 | %h", rf[10]);
            $display(" A1       | x11 | %h", rf[11]);
            $display(" A2       | x12 | %h", rf[12]);
            $display(" A3       | x13 | %h", rf[13]);
            $display(" A4       | x14 | %h", rf[14]);
            $display(" A5       | x15 | %h", rf[15]);
            $display(" A6       | x16 | %h", rf[16]);
            $display(" A7       | x17 | %h", rf[17]);
            $display(" S2       | x18 | %h", rf[18]);
            $display(" S3       | x19 | %h", rf[19]);
            $display(" S4       | x20 | %h", rf[20]);
            $display(" S5       | x21 | %h", rf[21]);
            $display(" S6       | x22 | %h", rf[22]);
            $display(" S7       | x23 | %h", rf[23]);
            $display(" S8       | x24 | %h", rf[24]);
            $display(" S9       | x25 | %h", rf[25]);
            $display(" S10      | x26 | %h", rf[26]);
            $display(" S11      | x27 | %h", rf[27]);
            $display(" T3       | x28 | %h", rf[28]);
            $display(" T4       | x29 | %h", rf[29]);
            $display(" T5       | x30 | %h", rf[30]);
            $display(" T6       | x31 | %h", rf[31]);
            $display("=========================================================================\n");
        end
    endtask
endmodule
==> design/flow/run.sh <==
#!/bin/bash
# OpenROAD 26Q1-2900-gdf79404cd8, Yosys 0.63+post, stock flow scripts
make -C /OpenROAD-flow-scripts/flow DESIGN_CONFIG=/design/flow/config.mk WORK_HOME=/design/flow/orfs finish
==> design/flow/config.mk <==
export PLATFORM = sky130hd
export DESIGN_NAME = register
export DESIGN_NICKNAME = register
export VERILOG_FILES = /design/flow/design.v
export SDC_FILE = /design/flow/constraint.sdc
export NUM_CORES = 4
export LEC_CHECK = 1
export CORE_UTILIZATION = 30
==> design/flow/constraint.sdc <==
current_design register

set clk_period 27.6
set clk_io_pct 0.2

create_clock -name clk0 -period $clk_period [get_ports {clk}]

set non_clock_inputs [all_inputs -no_clocks]
set_input_delay [expr $clk_period * $clk_io_pct] -clock clk0 $non_clock_inputs
set_output_delay [expr $clk_period * $clk_io_pct] -clock clk0 [all_outputs]
==> ds_physical_params.txt <==
Implementation parameters

Parameter                              Value

Synth
  Cells after Synth .................. 7195
  Xor and xnor fraction of the mapped netlist area .................. 0%
  Synth Area in Adders .................. 0%
  Synth Warn # .................. 1
  Mux share of post-synthesis cell area .................. 23.4%
  Yosys-reported design area after synthesis .................. 0.109 mm²
  Cell area after synthesis .................. 0.109 mm²
  Mean area per synthesized cell .................. 15.1 µm²
  Top flip-flop cell by instance count after synthesis .................. edfxtp_1
  Post-synthesis simple-gate area fraction .................. 13.0%
  Synthesis-stage register bit count .................. 2048
  Cell type with the largest total area .................. edfxtp_1
  Area share of the largest cell type after synthesis .................. 56.6%
  Number of enable-type register cells in the synthesized netlist .................. 2048
  Async S/R FF share, synth .................. 0%
  Cell types occupying the most area after synthesis .................. edfxtp_1 57%, mux4_2 18%, and2_1 11%, mux2i_1 4.0%, clkbuf_1 1.8%
  Cell total in the yosys stat output .................. 7195
  Area share of and-or/or-and cells after synthesis .................. 3.68%
  Number of different library cells in the post-synthesis netlist .................. 55
  Largest logic family .................. multiplexers
  Sequential element share of the synthesized area .................. 56.6%

Final timing
  Transition time at the pin with the least slew margin .................. 1.03 ns
  Final setup fails .................. 0
  Final-layout setup total negative slack .................. 0 ns
  RSZ-0062 raised after global routing .................. no
  Final Hold Violation Tally .................. 0
  Smallest setup slack after layout .................. 4.57 ns
  Max-slew headroom .................. 31.5%
  Count of pins over their slew limit .................. 0

Final layout
  Largest register FFs .................. 2048
  Finished layout cell area .................. 0.131 mm²
  Register bank with the most flops .................. rf
  Proportion of layout cells with a drive suffix above 1 .................. 18.8%
  Non-filler cells, final .................. 14200
  Filler instances .................. 33000
  End-of-flow core utilization .................. 36.5%
  Signed area change from the synthesized netlist to the final layout .................. 20.7%
  Largest registers ranked by flip-flop count .................. rf: 2048 flops

Placement
  Post-DP Area .................. 0.116 mm²
  Total placed cells including tap cells .................. 11800
  Gp weighted congestion .................. 0.995
  Worst setup slack before clock tree synthesis .................. 3.83 ns
  Estimated wirelength of the detail-placed design .................. 263000 µm
  Port Buffer Count .................. 209

Die
  Chip Footprint .................. 0.365 mm²
  Standard-cell rows .................. 220
  Core outline area .................. 0.360 mm²
  Vert. Die Dim .................. 604 µm
  Overall die width .................. 604 µm
  I/O pin cnt .................. 210
  FP Core Util .................. 30.2%

Clock tree
  Post-CTS setup repair buffer count .................. 0
  TritonCTS clock tree .................. done
  Number of buffers on the longest clock path .................. 4
  Count of instances resized after the clock tree is built .................. 0
  Number of clock buffers inserted by TritonCTS .................. 218
  Cell chosen for the clock root .................. clkbuf_16
  CTS hold repair buffers .................. 0
  H-tree levels .................. 4
  Clock-pin slew on the worst setup and hold paths .................. 0.03 ns
  # clock sinks .................. 2048

Critical path
  CP max stage delay .................. 0.64 ns
  Crit path max-delay cell type .................. clkdlybuf4s50_1
  Biggest fanout along the worst timing path .................. 2
  Arrival time of data at the critical path endpoint .................. 17.51 ns
  Required time worst endpoint .................. 22.08 ns
  CP cell instances .................. mux4_2 > mux2i_1 > o22ai_1 > nor2_1 > o21ai_1 > clkdlybuf4s50_1
  Startpoint Class .................. flop
  Kind of critical path .................. flop to output pin
  Crit path capture type .................. output pin

Drt
  Via-per-instance ratio .................. 5.23
  Final Routed Wirelength .................. 421000 µm
  1st-pass router iterations .................. 6
  Iter 0 DRT Violations .................. 5104
  Average wire per standard cell .................. 29.6 µm
  Via count .................. 74300
  Number of design rule violations left after detail routing .................. 0
  Antenna Violating Nets Remaining .................. 0

Global routing
  Leftover overflow at the end of global routing .................. 0
  First-pass GRT wire length .................. 586000 µm
  Largest net degree at the start of global routing .................. 70
  Antenna violations before repair .................. 24
  Combined global-route utilization of all metal layers .................. 24.5%
  Via count of the first global-routing pass .................. 82900

Pwr
  Static power due to leakage .................. 53.1 nW
  VDD IR-drop max .................. 56.9 µV
  Power Density .................. 68.5 mW/mm²

Run
  Number of max-cap violations .................. 0
  Log Warnings .................. 1027

Worst hold path
  Class of the tightest hold or removal check .................. input port to output pin
  Hold Path Stages .................. 4

Run status
  Run status .................. finished, final reports clean
[power breakdown]
| part | total, mW | internal [mW] | switching, mW |
|---|---|---|---|
| clock network | 4.24 | 2.17 | 2.07 |
| registers | 3.71 | 3.62 | 0.0860 |
| logic | 1.04 | 0.403 | 0.635 |
| total | 8.98 | 6.19 | 2.79 |
[critical path, delay by kind of cell (launching register included)]
| kind | cells | cell delay (ns) |
|---|---|---|
| flip-flops | 1 | 0.38 |
| AND/OR/NAND/NOR | 1 | 0.38 |
| buffers and inverters | 1 | 0.64 |
| AND-OR/OR-AND | 2 | 0.52 |
| multiplexers | 2 | 0.86 |
[cell type report]
class | count | area, µm² | share of cell area [%]
Clock inverter | 2220 | 9510 | 7.25
Timing Repair Buffer | 512 | 4380 | 3.34
Multi-Input combinational cell | 4413 | 44300 | 33.7
Inverter | 3 | 13.8 | 0.0105
Tap cell | 4773 | 5970 | 4.55
Clock buffer | 219 | 5480 | 4.18
Sequential cell | 2048 | 61500 | 46.9
Antenna cell | 17 | 42.5 | 0.0324
[cells by family after synthesis]
kind of cell           count (synthesis)
buffers and inverters                797
multiplexers                        1435
flip-flops                          2048
AND-OR/OR-AND                        555
AND/OR/NAND/NOR                     2359
other                                  1
[cell usage after synthesis (9+ instances only)]
cell type and n:
a221oi_1 28, a21oi_1 71, nor3_1 12, clkbuf_1 525, and2_1 1985, mux2i_1 433, buf_4 43, nand2b_1 10
mux4_2 870, nor4_1 9, nor2b_1 10, a21o_1 27, nor2_1 140, buf_1 35, nand2_1 86, o22ai_1 65
a22oi_1 128, o21ai_0 11, clkbuf_2 22, and3_1 34, o211ai_1 10, a32oi_1 27, mux2_2 132, o221ai_1 101
buf_6 30, edfxtp_1 2048, or2_2 33, nand3_1 29, buf_2 138, o21ai_1 49
[placed cells by master (no fill, tap or decap), types with 112 or more instances in the layout]
cell type        netlist  routed
a22oi_1              128     128
clkbuf_16              0     219
mux2i_1              433     433
clkdlybuf4s50_1        0     187
edfxtp_1            2048    2048
nor2_1               140     112
mux4_2               870     870
mux2_2               132     132
buf_4                 43     300
and2_1              1985    1984
inv_1                  1    2086
[path summary, 6_finish.rpt]
kind	startpoint	end	slack, ns
worst min-delay path	A1[3]	RD1[4]	12.00
worst max-delay path	rf[30][30]$_SDFFCE_NN0P_	RD1[30]	4.57
[per-stage QoR]
stage / total power [mW] / hold slack [ns]
6_report: 8.98 / 12.00
5_1_grt: 9.47 / 12.05
4_1_cts: 9.08 / 12.00
3_5_place_dp: 5.20 / 11.99
3_3_place_gp: 5.19 / 11.99
2_1_floorplan: 4.69 / 11.38
[routing by layer]
layer,up-vias,part of all wire (%),GRT usage (%)
li1,31700,-,-
met1,36400,30,23.4
met2,5231,46,35.2
met3,1039,17,19.7
met4,34,7.0,16.4
met5,-,0.23,2.05
Power figures rest on the tool's default switching activity, not on a simulated workload.
